==> design/flow/run.sh <==
#!/bin/bash
# OpenROAD 26Q1-2900-gdf79404cd8, Yosys 0.63+post, stock flow scripts
make -C /OpenROAD-flow-scripts/flow DESIGN_CONFIG=/design/flow/config.mk WORK_HOME=/design/flow/orfs finish
==> design/flow/config.mk <==
export PLATFORM = sky130hd
export DESIGN_NAME = traffic_light_controller
export DESIGN_NICKNAME = traffic_light_controller
export VERILOG_FILES = /design/flow/design.v
export SDC_FILE = /design/flow/constraint.sdc
export NUM_CORES = 4
export LEC_CHECK = 1
export CORE_UTILIZATION = 30
==> design/flow/constraint.sdc <==
current_design traffic_light_controller

set clk_period 3.8
set clk_io_pct 0.2

create_clock -name clk0 -period $clk_period [get_ports {clk}]

set non_clock_inputs [all_inputs -no_clocks]
set_input_delay [expr $clk_period * $clk_io_pct] -clock clk0 $non_clock_inputs
set_output_delay [expr $clk_period * $clk_io_pct] -clock clk0 [all_outputs]
==> design/flow/design.v <==
module traffic_light_controller(
    input clk,              
    input reset,            
    output reg [2:0] north,  
    output reg [2:0] east,   
    output reg [2:0] south,  
    output reg [2:0] west,   
    output reg [6:0] seg,    
    output reg [3:0] an      
);
parameter RED    = 3'b100;
parameter YELLOW = 3'b010;
parameter GREEN  = 3'b001;
reg [5:0] countdown;        
reg [1:0] state;            
reg [3:0] tens;             
reg [3:0] ones;             
reg [16:0] mux_counter;     
reg current_digit;          
always @(posedge clk or posedge reset) begin
    if (reset) begin
        mux_counter <= 0;
    end else begin
        mux_counter <= mux_counter + 1;
    end
end
always @(posedge clk or posedge reset) begin
    if (reset) begin
        state <= 0;            
        countdown <= 30;       
    end else begin
        if (countdown == 0) begin
            countdown <= 30;
            state <= state + 1;   
        end else begin
            countdown <= countdown - 1;
        end
    end
end
always @(countdown) begin
    tens = countdown / 10;
    ones = countdown % 10;
end
always @(state or countdown) begin
    north = RED;
    east  = RED;
    south = RED;
    west  = RED;
    case (state)
        2'b00: begin   
            if (countdown > 5)
                north = GREEN;
            else
                north = YELLOW;
        end
        2'b01: begin   
            if (countdown > 5)
                east = GREEN;
            else
                east = YELLOW;
        end
        2'b10: begin   
            if (countdown > 5)
                south = GREEN;
            else
                south = YELLOW;
        end
        2'b11: begin   
            if (countdown > 5)
                west = GREEN;
            else
                west = YELLOW;
        end
    endcase
end
always @(posedge mux_counter[16] or posedge reset) begin
    if (reset) begin
        current_digit <= 0;
    end else begin
        current_digit <= ~current_digit;   
    end
end
always @(*) begin
    case (current_digit)
        0: an = 4'b1110;   
        1: an = 4'b1101;   
        default: an = 4'b1111;   
    endcase
end
always @(*) begin
    case (current_digit)
        0: begin
            case (tens)
                4'd0: seg = 7'b1000000;  
                4'd1: seg = 7'b1111001;  
                4'd2: seg = 7'b0100100;  
                4'd3: seg = 7'b0110000;  
                4'd4: seg = 7'b0011001;  
                4'd5: seg = 7'b0010010;  
                4'd6: seg = 7'b0000010;  
                4'd7: seg = 7'b1111000;  
                4'd8: seg = 7'b0000000;  
                4'd9: seg = 7'b0010000;  
                default: seg = 7'b1111111;  
            endcase
        end
        1: begin
            case (ones)
                4'd0: seg = 7'b1000000;  
                4'd1: seg = 7'b1111001;  
                4'd2: seg = 7'b0100100;  
                4'd3: seg = 7'b0110000;  
                4'd4: seg = 7'b0011001;  
                4'd5: seg = 7'b0010010;  
                4'd6: seg = 7'b0000010;  
                4'd7: seg = 7'b1111000;  
                4'd8: seg = 7'b0000000;  
                4'd9: seg = 7'b0010000;  
                default: seg = 7'b1111111;  
            endcase
        end
    endcase
end
endmodule
==> run notes <==
impl run done, here's what came out: status finished, violations left, failing checks setup timing, proportion of layout cells with a drive suffix above 1 29.7%, PnR worst setup slack -229 ps, CTS tree done, cells in synth_stat.txt between 200 and 250, clock root cell clkbuf_8, synthesis-to-layout area growth 34.1%, endpoints left unconstrained 3, Async S/R FF share, synth 100%, Die Wd 85.5 um, OpenROAD warnings 42, antenna cell count 0, RR Endpoint state[1], WP data required about 3000 ps, endpoints failing hold 0, minimum clock period 4030 ps, Yosys reg bits 26, clk ins delay skew pair 260 ps, most used logic cell in the final layout buf_4, yosys warns 1, Critical Path End Type output port, number of synthesized flops with an enable pin 0, Crit Path Category flip-flop to output port, row count 30, Post-Synthesis Cells 232, DRC 0, Detailed Route WL 4050 um, worst hold path class flip-flop to flip-flop, CP cell instances nor2_4 -> inv_2 -> ha_4 -> nand2b_4 -> o21ai_4 -> and2_4 -> xor2_4 -> ha_4 -> a211oi_2 -> a211o_1 -> a311o_2 -> buf_4 -> mux2_4 -> nand2_2 -> a21oi_2 -> buf_2, clk buf depth 2, vias in the first global route 1638, Flop pwr share 62.3%, Min-Delay Endpoint mux_counter[16], Placed Area 2600 um2, Max Cap Viol 0, VDD IR-drop max 0.206 mV, die boundary height between 80 and 90 um, first-iteration detailed-routing DRC count 44, hold path depth 1, crit-path max cell delay 560 ps, pwr dens 152 nW/um2, fin cells 363, Critical Path Start Type flip-flop, Synth cell types 55, fin. max-slew vios 0, CTS clk-pin slew, worst paths 90 ps, synthesized area 2090 um2, gp weighted congestion 0.841, initial antenna violation count 0, Sw Pwr between 0.00008 and 0.00009 W, CP max stage cell dfstp_2, R2R cell count 4, Slew HR 61.1%, Final setup viols 7, logic gate share of total power 1.6%, Leakage 1.25 nW, CTS buffer count 3, I/O pin count 25, post-DP HPWL 3030 um, Worst-Margin Slew 583 ps, total global-route track usage 12.0%, Final Hold Slack 468 ps, Top cells excl fill/tap buf_4 (32), inv_1 (22), dfrtp_1 (22), nand2_1 (19), ha_1 (19), chip area 7310 um2, clock skew 4.07 ps, Yosys chip area 2090 um2, Dominant flop cell dfrtp_1, H-tree depth 1, Sw Ratio about a fifth, Cells after DPL approximately 350, R2R Path Start countdown[3], register pins left without a clock 1, CP most frequent cell ha_4, DR pass1 iterations 4, Synth Seq Share between 30% and 40%, floorplan utilization 30.9%, I/O Buffers 22, core footprint 6760 um2, crit share post-route 106%, Fmax 248 MHz, vias post-DR 1672, Clk network pwr share roughly 36%, GRT Residual Overflow 0, Pint 0.000341 W, DR vias/cell 4.61, global-route wire length before repair between 7000 and 8000 um, critical path arrival 3270 ps, RSZ-0062 raised after global routing yes, Worst R2R Setup Slack 1850 ps, largest net degree at the start of global routing 27, Hold Crit Start mux_counter[16], Routed Antenna Nets 0, post-route design area 2800 um2, syn_area_per_cell 9.01 um2, peak fanout along the critical path 5, wire length per cell between 10 and 15 um
flip-flops by register name, indices dropped and copies added, names as in the netlist:
register,cells
countdown,6
state,2
current_digit,1
mux_counter,17
critical path: cells and delay by family, from the launching register on:
family,cells,cell delay [ps]
fa+ha+maj,2,460
compound gates,5,850
xor+xnor,1,70
simple gates,4,430
flops,1,560
mux,1,290
buf+inv,3,320
metal layers:
| metal | vias to the layer above | track usage (%) | share of wire, % | wire (um) |
|---|---|---|---|---|
| li1 | 878 | - | - | - |
| met1 | 778 | 18.8 | 54 | 2180 |
| met2 | 14 | 19.3 | 44 | 1760 |
| met3 | 2 | 0.987 | 2.1 | 86 |
| met4 | 0 | 0.909 | 0.35 | 14 |
| met5 | - | 0 | 0 | 0 |
power by group through the flow:
stage	logic [W]	registers, W	clock network, W
6_report	0.00000687	0.000266	0.000154
4_1_cts	0.00000751	0.000266	0.000162
5_1_grt	0.00000842	0.000266	0.000169
final cells by class:
class | instances | area, um2
Tap cell | 80 | 100
Fill cell | 656 | 3950
Inverter | 23 | 86.3
Multi-Input combinational cell | 172 | 1440
Timing Repair Buffer | 58 | 475
Clock buffer | 3 | 41.3
Clock inverter | 1 | 5.00
Sequential cell | 26 | 656
how the worst max path moves through the flow:
stage                   startpoint      to  slack (ps)  depth (start not counted)
final                 countdown[3]  seg[3]        -230                         16
after global routing  countdown[4]  seg[0]        -350                         16
after CTS             countdown[3]  seg[0]        -260                         16
Yosys cell counts, types with 2 or more instances:
master	number	area (um2)
mux2_2	2	22.5
xnor2_1	15	131
clkbuf_1	3	11.3
nor2_1	13	48.8
a31oi_1	5	31.3
and3b_1	3	26.3
inv_1	23	86.3
nor3b_1	2	15.0
o21ai_0	4	20.0
or3_1	3	18.8
nand2_1	22	82.6
buf_4	5	37.5
mux2i_1	2	20.0
a211o_1	2	17.5
buf_2	4	20.0
nand3_1	11	55.1
dfrtp_1	22	551
nand2b_1	5	31.3
xor2_1	6	52.6
a21oi_1	9	45.0
nor2b_1	5	31.3
o21ai_1	2	10.0
and2_1	8	50.1
ha_1	21	263
and3_1	2	12.5
dfstp_2	4	105
stage by stage:
step / total power (W) / TNS, ps / setup WS (ps) / utilization [%]
after floorplan: 0.000277 / -76.9 / -63.4 / -
final: 0.000427 / -1230 / -229 / 41.5
after CTS: 0.000435 / -1180 / -264 / 41.3
after global placement: 0.000279 / -1790 / -319 / 38.5
after detailed placement: 0.000279 / -1980 / -334 / 38.5
after global routing: 0.000444 / -2180 / -348 / 41.5
repair_timing:
action / CTS / global route
buffers inserted: 9 / 1
pin swaps: 22 / 3
endpoints found under the setup margin: 7 / 7
hold buffers: 0 / 0
gates resized: 41 / 2
kinds of logic (layout without fill, tap and decap cells):
family	Yosys count	after routing	share of synthesized area [%]
AOI/OAI and AO/OA	40	40	15.6
xor gates and xnor gates	21	21	8.80
adders and majority gates	21	21	12.6
buffers and inverters	35	85	7.42
DFF	26	26	31.4
muxes	5	5	2.57
other	1	2	0.179
and+or+nand+nor	83	83	21.5
No activity file was given, so power comes from the tool's default toggle rates.
